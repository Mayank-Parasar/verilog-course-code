**run.sh**
```bash
#!/bin/bash
# OpenROAD 26Q1-2900-gdf79404cd8, Yosys 0.63+post, stock flow scripts
make -C /OpenROAD-flow-scripts/flow DESIGN_CONFIG=/design/flow/config.mk WORK_HOME=/design/flow/orfs finish
```
**config.mk**
```make
export PLATFORM = sky130hd
export DESIGN_NAME = v_ram_01_1
export DESIGN_NICKNAME = v_ram_01_1
export VERILOG_FILES = /design/flow/design.v
export SDC_FILE = /design/flow/constraint.sdc
export NUM_CORES = 4
export LEC_CHECK = 1
export CORE_UTILIZATION = 40
```
**constraint.sdc**
```tcl
current_design v_ram_01_1

set clk_period 26.6
set clk_io_pct 0.2

create_clock -name clk0 -period $clk_period [get_ports {clka}]
create_clock -name clk1 -period $clk_period [get_ports {clkb}]

set non_clock_inputs [all_inputs -no_clocks]
set_input_delay [expr $clk_period * $clk_io_pct] -clock clk0 $non_clock_inputs
set_output_delay [expr $clk_period * $clk_io_pct] -clock clk0 [all_outputs]
```
**design.v**
```verilog
module v_ram_01_1 (clka, clkb, ena, enb, wea, addra, addrb, dia, doa, dob);
    input  clka, clkb;
    input  wea;
    input  ena, enb;
    input  [8:0] addra, addrb;  
    input  [7:0] dia;  
    output [7:0] doa, dob;  
    reg    [7:0] RAM [511:0];  
    reg    [7:0] doa, dob;
    always @(posedge clka)
    begin
        if (ena)
        begin
            if (wea) 
            begin
              RAM[addra]<=dia;
            end
            doa <= RAM[addra];
        end        
    end
    always @(posedge clkb)
    begin
        if (enb)
        begin
            dob <= RAM[addrb];
        end
    end
endmodule
```
==> notes.md <==
After detailed routing, the number of vias per cell comes to 6.77. With the worst reg2reg path depth at 8, the cell count listed in synth_stat.txt is 10.8k. With the starting utilization of the core area at 40.2%, the count of buffers from port buffering is 45. The maximum fanout along the worst path works out to 52.

The core footprint is 482000 um^2. Count of distinct cell types in the synthesized netlist: 81. The startpoint kind of the worst setup timing path was an input port. The area of the die was 487000 um^2; the power per cell area was 66.7 nW/um^2.

The run gives 10.8k for the count of mapped cells out of synthesis. By instance count after routing, the leading logic cell type is sky130_fd_sc_hd__edfxtp_1. Setup repair after global routing left no endpoint under its margin.

The flow ran to the end, but the final reports show violations. The worst hold path terminates at doa[6]$_DFFE_PP_. Leaving out fill and tap cells, the most frequent cells in the layout are sky130_fd_sc_hd__edfxtp_1 (4112), sky130_fd_sc_hd__mux4_2 (1622), sky130_fd_sc_hd__mux2i_1 (1019).

In this run the maximum-capacitance check reported violations numbering 4. In this run the core area contains 255 standard-cell rows. The checks that failed: max-capacitance violations, max-slew violations. The most frequently used flop master after synthesis is sky130_fd_sc_hd__edfxtp_1. With the area share of the leading cell type in the synthesized netlist at 63.7%, the async set-reset flop share out of synthesis is 0%. The register share after synthesis is 63.7%, and the arrival time reported for the critical path endpoint is 11.52 ns. The run gives 21.44 ns for the flop-to-flop setup slack. The number of endpoints with negative hold slack in the final report is 0.

The final layout contains routed wiring with a total length of 850000 um. The count of clock tree sinks is 4112. The relative max-transition margin is -14.3%, and the number of setup buffers added after CTS is 0.

Per the OpenROAD floorplan log, the height of the die is 698 um. The analysis attributes to cell leakage a power of 70.7 nW. The main area contributors are sky130_fd_sc_hd__edfxtp_1 (64%), sky130_fd_sc_hd__mux4_2 (19%), sky130_fd_sc_hd__mux2i_1 (5.3%).

The worst setup path is captured at a register. The logs give 134k for the via count of the first global-routing pass and 124k for the total number of vias. The clock arrives with 0.0933 ns of skew. The number of warnings issued by yosys came out at 1. In this run, synthesis inferred 4112 flip-flops with an integrated enable. Measured on the finished design, the core utilization comes to 45.7%.

The startpoint of the most critical hold path was RAM[254][6]$_DFFE_PP_. Entering global routing, the biggest net connects 115 pins. With the fraction of final layout cells with drive strength greater than 1 at 29.5%, the number of max-slew violations in the final report is 8. The tools report the worst-case hold slack as 1.15 ns.

Clock-pin slew was measured on the worst setup and hold paths at 0.06 ns. In this run the critical register-to-register path is launched from RAM[303][3]$_DFFE_PP_. TritonCTS built the clock tree. For the post-DP HPWL, the log shows 590000 um. Per the detail_route report, routed wire per instance is 46.3 um. The script parses the final routing iteration and logs DRC violations as 0.

The pin slew with the least headroom to its limit was 1.71 ns. With the number of buffers inserted for hold repair after clock tree synthesis at 0, the critical path data required time is 26.72 ns. The post-CTS resize count was 0. With the violation count after the first detailed-route iteration at 10.3k, the layout-stage area growth over the synthesis result is 13.8%. The number of synthesized register bits was 4112. According to the timing report, the critical path is launched from addrb[0]. The worst VDD IR drop from the latest analysis is 0.0000580 V.

Number of iterations in the first detailed-routing pass: 6. The horizontal die dimension was 698 um. Worst hold path class: reg2reg. The run gives 0 ns for the setup TNS.

The first-pass GRT wire length is 1140000 um, and the number of antenna violations at the first check in global routing is 113. The floorplan report gives the top-level pin count as 47. In this run the cell area of the synthesized design comes to 194000 um^2. Looking at the reg2reg group, the worst path ends at dob[3]$_DFFE_PP_. The congestion estimate from routability-driven global placement came to 1.10.

Per the post-synthesis stats, the area per cell is 18.0 um^2. The worst hold path passes through 5 cells. The end-of-flow timing check tallies setup violations at 0. The worst setup path is of the in2reg kind. The biggest area consumer among synthesized cells is sky130_fd_sc_hd__edfxtp_1.

Across all stage logs, warnings added up to 32. According to the Yosys statistics, the synthesized design has a chip area of 194000 um^2. In this run the remaining antenna-violating nets after routing total 0.

The run gives 38.1% as the overall fraction of global-route tracks in use. The tools report the aggregate global routing overflow as 0.
-- area by class of cell --
class	count	area, um^2
Antenna cell	194	485
Tap cell	6425	8040
Sequential cell	4112	123000
Inverter	9	51.3
Clock inverter	293	2950
Multi-Input combinational cell	5748	65800
Timing Repair Buffer	1061	8350
Clock buffer	523	11400
Fill cell	40091	262000
-- state kept, by name, indices dropped and copies added, names as in the netlist --
register	flops
dob	8
doa	8
RAM	4096
-- per-stage QoR --
step,setup slack (ns),std cells,power (W),cell area (um^2)
final,15.19,18365,0.0147,221000
after global routing,15.09,18283,0.0150,220000
after CTS,15.40,18171,0.0147,220000
after detailed placement,14.41,17355,0.00860,206000
after global placement,14.27,17349,0.00859,206000
after floorplan,18.42,10788,0.00793,194000
-- metal layers --
| metal | up-vias | track usage, % | share of wire, % |
|---|---|---|---|
| met5 | - | 14.0 | 0.70 |
| met4 | 158 | 22.0 | 7.7 |
| met3 | 2383 | 36.2 | 22 |
| met2 | 11536 | 49.2 | 42 |
| met1 | 62864 | 38.3 | 28 |
| li1 | 47477 | - | - |
-- logic make-up after synthesis --
group                  count (synthesis)  synth area share, %
and+or+nand+nor                     1441                 3.36
DFF                                 4112                 63.7
muxes                               2712                 24.5
AOI/OAI and AO/OA                   1595                 5.83
buffers and inverters                928                 2.57
-- worst max-delay path, stage by stage --
cell,delay [ns]
sky130_fd_sc_hd__buf_16,0.30
sky130_fd_sc_hd__buf_4,0.55
sky130_fd_sc_hd__buf_4,0.59
sky130_fd_sc_hd__buf_4,0.64
sky130_fd_sc_hd__mux2i_1,0.18
sky130_fd_sc_hd__o221ai_1,0.56
sky130_fd_sc_hd__o22ai_1,0.20
sky130_fd_sc_hd__o21bai_1,0.71
sky130_fd_sc_hd__o311ai_0,0.54
sky130_fd_sc_hd__nor4_1,1.38
sky130_fd_sc_hd__buf_4,0.29
sky130_fd_sc_hd__and4_1,0.17
-- cells in the mapped netlist, types with 20 or more instances --
| cell | instances |
|---|---|
| sky130_fd_sc_hd__a2111oi_0 | 29 |
| sky130_fd_sc_hd__a211oi_1 | 67 |
| sky130_fd_sc_hd__a21oi_1 | 233 |
| sky130_fd_sc_hd__a221oi_1 | 56 |
| sky130_fd_sc_hd__a22o_1 | 51 |
| sky130_fd_sc_hd__a22oi_1 | 208 |
| sky130_fd_sc_hd__a31oi_1 | 80 |
| sky130_fd_sc_hd__and2_1 | 43 |
| sky130_fd_sc_hd__and3_1 | 20 |
| sky130_fd_sc_hd__buf_1 | 69 |
| sky130_fd_sc_hd__buf_2 | 208 |
| sky130_fd_sc_hd__buf_4 | 178 |
| sky130_fd_sc_hd__buf_6 | 67 |
| sky130_fd_sc_hd__clkbuf_1 | 391 |
| sky130_fd_sc_hd__edfxtp_1 | 4112 |
| sky130_fd_sc_hd__mux2_2 | 71 |
| sky130_fd_sc_hd__mux2i_1 | 1019 |
| sky130_fd_sc_hd__mux4_2 | 1622 |
| sky130_fd_sc_hd__nand2_1 | 260 |
| sky130_fd_sc_hd__nand2b_1 | 25 |
| sky130_fd_sc_hd__nand3_1 | 116 |
| sky130_fd_sc_hd__nand4_1 | 47 |
| sky130_fd_sc_hd__nor2_1 | 675 |
| sky130_fd_sc_hd__nor2b_1 | 34 |
| sky130_fd_sc_hd__nor3_1 | 115 |
| sky130_fd_sc_hd__nor4_1 | 27 |
| sky130_fd_sc_hd__o211ai_1 | 24 |
| sky130_fd_sc_hd__o21ai_0 | 136 |
| sky130_fd_sc_hd__o221ai_1 | 255 |
| sky130_fd_sc_hd__o22ai_1 | 286 |
-- report_power, final --
part	leakage [nW]	total, W	internal [W]	switching [W]
Sequential	37.0	0.00715	0.00714	0.0000176
Combinational	26.8	0.00137	0.000416	0.000955
Clock	6.95	0.00618	0.00349	0.00270
-- worst max-delay path by stage --
stage,end,slack [ns],cells past startpoint
CTS,dob[1]$_DFFE_PP_,15.40,15
finish,dob[3]$_DFFE_PP_,15.19,12
global route,dob[5]$_DFFE_PP_,15.09,13
Power figures rest on the tool's default switching activity, not on a simulated workload.
