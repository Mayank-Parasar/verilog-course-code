$ cat design/flow/design.v
`timescale 1ns / 1ps
module hw5_top(
						clk,
						R,
						G,
						B,
						HS,
						VS,
						out_pixel,
						out_pixel_valid
    );
	input clk;
	input [7:0] R, G, B;
	input HS, VS;
	output [7:0] out_pixel;
	output out_pixel_valid;
	reg [2:0] PS = 0;  
	reg [2:0] NS = 0;  
	reg [4:0] VS_BP_CNTR = 0;
	reg [5:0] HS_FP_CNTR = 0;
	reg [6:0] HS_BP_CNTR = 0;
	reg [9:0] IM_DIM_CNTR = 0;
	reg [9:0] VGA_ROW_CNTR = 0;
	reg [8:0] FILL_IN_CNTR = 0;
	parameter VS_BP_CNT = 23;  
	parameter HS_FP_CNT = 40;  
	parameter HS_BP_CNT = 88;  
	parameter IM_DIM = 512;  
	parameter VGA_ROW = 800;  
	parameter rows = 512;
	parameter cols = 512;
	parameter FILL_IN_CNT = 288;
	parameter START_ST = 0;  
	parameter VS_SYNC_PULSE = 1;  
	parameter VS_BP = 2;  
	parameter HS_SYNC_PULSE = 3;   
	parameter HS_BP = 4;  
	parameter VALID_OUT = 5;  
	parameter FILL_IN = 6;  
	parameter HS_FP = 7;  
	reg HS_prev;
	reg is_valid = 0;
	reg done_HS_BP = 0;
	reg img_end_flag = 0;
	reg done_fill_in = 0;
	reg done_HS_FP = 0;
always @(posedge clk) begin
	HS_prev <= HS;
end
always @(posedge clk) begin
	if (NS == HS_BP) begin
		HS_BP_CNTR = HS_BP_CNTR + 1;
		if (HS_BP_CNTR == (HS_BP_CNT - 1))  
			done_HS_BP = 1'b1;
		else 
			done_HS_BP = 1'b0;		
	end
	else begin
		HS_BP_CNTR = 0;
		done_HS_BP = 1'b0;
	end
	if (NS == VALID_OUT)  begin  
		IM_DIM_CNTR = IM_DIM_CNTR + 1;
		if (IM_DIM_CNTR == IM_DIM) 
			img_end_flag = 1'b1;  
		else
			img_end_flag = 1'b0;
	end	
	else begin
		IM_DIM_CNTR = 0;
		img_end_flag = 1'b0;
	end
	if (NS == FILL_IN) begin
		FILL_IN_CNTR = FILL_IN_CNTR + 1;
		if (FILL_IN_CNTR == FILL_IN_CNT)
			done_fill_in = 1'b1;
		else
			done_fill_in = 1'b0;
	end
	else begin
		FILL_IN_CNTR = 0;
		done_fill_in = 1'b0;
	end
	if (NS == HS_FP) begin
		HS_FP_CNTR = HS_FP_CNTR + 1;
		if (HS_FP_CNTR == HS_FP_CNT)
			done_HS_FP = 1'b1;
		else
			done_HS_FP = 1'b0;
	end
	else begin
		HS_FP_CNTR = 0;
		done_HS_FP = 1'b0;
	end
end
assign out_pixel_valid = is_valid;
assign out_pixel = R;
	always@(posedge clk)
		PS <= NS;
	always @(*) begin
		is_valid = 1'b0;  
		NS = 3'b000;  
		case (PS)
			START_ST: begin
				if (VS == 1'b0)
					NS = VS_SYNC_PULSE;  
				else 
					NS = START_ST;  
			end
			VS_SYNC_PULSE: begin
				if (VS==1'b1) 
					NS = VS_BP;  
				else 
					NS = VS_SYNC_PULSE;  
			end
			VS_BP: begin
				if ((HS == 0) && (HS_prev == 1))  
					VS_BP_CNTR = VS_BP_CNTR + 1;  
				else
					VS_BP_CNTR = VS_BP_CNTR;  
				if (VS_BP_CNTR == VS_BP_CNT + 1) begin  
					NS = HS_SYNC_PULSE;
					VS_BP_CNTR = 0;  
				end
				else 
					NS = VS_BP;  
			end
			HS_SYNC_PULSE: begin
				if ((HS_prev == 0) && (HS == 1))  
					NS = HS_BP;
				else 
					NS = HS_SYNC_PULSE;
			end
			HS_BP: begin
				if(done_HS_BP) begin
					NS = VALID_OUT;					
				end
				else begin
					NS = HS_BP;
				end				
			end
			VALID_OUT: begin
				is_valid = 1'b1;
				if (img_end_flag) begin
					NS = FILL_IN;
				end
				else 
					NS = VALID_OUT;
			end
			FILL_IN: begin
					if (done_fill_in) 
						NS = HS_FP;
					else
						NS = FILL_IN;
			end
			HS_FP: begin
				if(done_HS_FP)
					NS = HS_SYNC_PULSE;
				else
					NS = HS_FP; 
			end
		endcase
	end
endmodule
$ cat design/flow/run.sh
#!/bin/bash
# OpenROAD 26Q1-2900-gdf79404cd8, Yosys 0.63+post, stock flow scripts
make -C /OpenROAD-flow-scripts/flow DESIGN_CONFIG=/design/flow/config.mk WORK_HOME=/design/flow/orfs finish
$ cat design/flow/config.mk
export PLATFORM = sky130hd
export DESIGN_NAME = hw5_top
export DESIGN_NICKNAME = hw5_top
export VERILOG_FILES = /design/flow/design.v
export SDC_FILE = /design/flow/constraint.sdc
export NUM_CORES = 4
export LEC_CHECK = 1
export CORE_UTILIZATION = 30
$ cat design/flow/constraint.sdc
current_design hw5_top

set clk_period 2.3
set clk_io_pct 0.2

create_clock -name clk0 -period $clk_period [get_ports {clk}]

set non_clock_inputs [all_inputs -no_clocks]
set_input_delay [expr $clk_period * $clk_io_pct] -clock clk0 $non_clock_inputs
set_output_delay [expr $clk_period * $clk_io_pct] -clock clk0 [all_outputs]
==> GITHUB_STEP_SUMMARY <==
## PnR job results

| Metric | Value |
|---|---|
| F_max | `0.499 GHz` |
| Die area | `7270 um2` |
| Logic area | `1090 um2` |
| Commonest Layout Cell | `nor2_1` |
| Starting DRT DRC Count | `48` |
| Count of library flops with an enable pin | `0` |
| Kind of critical path | `reg -> out` |
| Fraction of layout cells with a size suffix above 1 | `0.0983` |
| Yosys top cell by area | `dfxtp_1` |
| Initial antenna violation count | `0` |
| Mapped Cells | `233` |
| Register area | `876 um2` |
| Total GRT Usage | `0.0924` |
| Hold_buf cts | `0` |
| Placed Area | `2130 um2` |
| Most frequent cells in the layout | `nor2_1, dfxtp_1, nand3_1` |
| H-tree levels | `2` |
| Final Worst Setup Slack | `0.297 ns` |
| Via count | `1419` |
| Insertion Delay late pin | `0.29 ns` |
| Yosys Chip Area | `2080 um2` |
| Worst Path Arrival | `1.54 ns` |
| Clock Path Buffers | `2` |
| Vias in the first global route | `1320` |
| CP cell instances | `nand2b_1, nor2_1, clkdlybuf4s50_1` |
| Startpoint types | `register` |
| Synth flops | `45` |
| Reg clk slew, reported paths | `0.08 ns` |
| HPWL after DPL | `2050 um` |
| First-pass GRT wire length | `5640 um` |
| Synth-to-layout area growth | `8.12%` |
| # Post-CTS Setup Buffers | `0` |
| Top-area cell share | `0.385` |
| Pin count of the biggest net entering global routing | `14` |
| # port buffers | `3` |
| Ys async rst share | `0` |
| GP Congestion | `0.778` |
| # rows | `29` |
| WL per Instance | `9.71 um` |
| YS warnings | `20` |
| Setup crit end kind | `output port` |
| # diodes | `0` |
| Core ar. | `6530 um2` |
| Clock Tree Root | `clkbuf_8` |
| Number of cells in Yosys stat | `233` |
| Status | `finished clean` |
| Fill count | `662` |
| Endpoints left unconstrained | `5` |
| Post-route cell area | `2250 um2` |
| First-pass DRT Iterations | `5` |
| Critical-path top delay cell | `dfxtp_1` |
| Slew Viols, Final | `0` |
| Main area contributors | `dfxtp_1, nor2_1, xnor2_1` |
| Main flop type | `dfxtp_1` |
| Rel. slew slack | `0.694` |
| Min-Delay Path Class | `reg -> reg` |
| Final Hold Vio Count | `0` |
| Synthesized area | `2080 um2` |
| Fin Setup TNS | `0 ns` |
| Core Util at FP | `0.319` |
| Max-cap violation count | `0` |
| Cycle use final | `0.871` |
| DR vias/cell | `4.56` |
| Die W | `85.3 um` |
| Register pins left without a clock | `5` |
| Total wire length | `3020 um` |
| CTS buffer count | `5` |
| Final ANT Viol Nets | `0` |
| Final Skew | `0.00514 ns` |
| Worst slew pin tran | `0.454 ns` |
| Worst path max stage delay | `0.55 ns` |
| Post-route DRC | `0` |
| Tool warnings | `43` |
| Max FO, Critical Path | `10` |
| Synth unique cells | `46` |
| Avg Inst Size Synth | `8.93 um2` |
| RSZ-0062 raised after global routing | `false` |
| Crit path required time | `1.84 ns` |
| CTS tree | `yes` |
| Placement Setup Slack | `0.120 ns` |
| Setup violations, final | `0` |
| Final worst path period need | `2.00 ns` |
| Die Height | `85.3 um` |
| Number of I/O pins | `36` |
| GRT overflow | `0` |
| CTS resizes | `0` |
## sequential cells by signal (all words and copies together) (netlist names)
signal / cells
VS_BP_CNTR: 5
FILL_IN_CNTR: 9
IM_DIM_CNTR: 10
HS_FP_CNTR: 6
done_HS_FP: 1
done_HS_BP: 1
img_end_flag: 1
HS_BP_CNTR: 7
PS: 3
HS_prev: 1
done_fill_in: 1
## cell usage after synthesis (all sizes together), types with 5 or more instances
cell type,instances
nor2,44
dfxtp,40
nand3,19
nand2,17
xnor2,16
buf,11
xor2,11
a21oi,7
ha,7
inv,6
dlxtn,5
o21ai,5
or3,5
## per-layer routing
layer,part of all wire,global-route usage
met1,0.56,0.145
met2,0.40,0.136
met3,0.027,0.0207
met4,0.016,0.0136
met5,0,0
## per-stage QoR
step                cells  hold slack (ns)  utilization
floorplan             233            0.413            -
global placement      303            0.425        0.326
detailed placement    303            0.431        0.326
CTS                   311            0.443        0.344
global route          311            0.472        0.344
finish                311            0.445        0.344
## final timing paths
path                            slack [ns]  cells past startpoint              end            from
worst min register to register        0.45                      1   IM_DIM_CNTR[0]  IM_DIM_CNTR[0]
worst max-delay path                  0.30                      3  out_pixel_valid           PS[2]
worst min-delay path                  0.45                      1   IM_DIM_CNTR[0]  IM_DIM_CNTR[0]
worst max register to register        0.48                      5       done_HS_BP           PS[0]
## area by class of cell
type / instances / share of cell area
inverter: 6 / 0.0100
clock buffer: 6 / 0.0367
sequential: 45 / 0.389
clock inverter: 2 / 0.0172
multi-input combinational: 170 / 0.484
timing repair buffer: 5 / 0.0200
tap: 77 / 0.0428
## worst max-delay path, delay by kind of cell, from the launching register on
family	cells	cell delay (ns)
flops	1	0.55
buf+inv	1	0.46
simple gates	2	0.25
## cells by family (layout without fill, tap and decap cells)
logic type,Yosys count,in the layout,synth area share
and+or+nand+nor,112,112,0.275
DFF,40,40,0.385
xor gates and xnor gates,27,27,0.114
AOI/OAI and AO/OA,23,23,0.0866
buffers and inverters,18,19,0.0559
adders and majority gates,7,7,0.0421
latches,5,5,0.0361
muxes,1,1,0.00541
