## /design/flow/config.mk

```make
export PLATFORM = sky130hd
export DESIGN_NAME = hw3_sprinkler
export DESIGN_NICKNAME = hw3_sprinkler
export VERILOG_FILES = /design/flow/design.v
export SDC_FILE = /design/flow/constraint.sdc
export NUM_CORES = 4
export LEC_CHECK = 1
export CORE_UTILIZATION = 30
```

## /design/flow/constraint.sdc

```tcl
current_design hw3_sprinkler

set clk_period 3.8
set clk_io_pct 0.2

create_clock -name clk0 -period $clk_period [get_ports {clk}]

set non_clock_inputs [all_inputs -no_clocks]
set_input_delay [expr $clk_period * $clk_io_pct] -clock clk0 $non_clock_inputs
set_output_delay [expr $clk_period * $clk_io_pct] -clock clk0 [all_outputs]
```

## /design/flow/design.v

```verilog
module hw3_sprinkler(clk, rain_sensor_in, gps_data_in, gps_valid_in, zone_active_out);
input wire clk;
input rain_sensor_in;  
input [7:0] gps_data_in;  
input gps_valid_in;
output reg zone_active_out;
reg [7:0] CHAR_CNT=0;
reg [2:0] STATE=0;
reg [23:0] NMEA=0;
reg [31:0] TIME=0;
reg flag=0;
always @(*) 
	if(flag)  
		zone_active_out = ~rain_sensor_in;  
	else
		zone_active_out = 1'b0;  
always @(posedge clk) begin
	if(gps_valid_in) begin	
		TIME[31:8]<=TIME[23:0];
		TIME[7:0]<=gps_data_in;  
		if(gps_data_in=="$")begin  
			CHAR_CNT<=0;
		end
		else begin
			CHAR_CNT<=CHAR_CNT+1;	  
		end
	end	
end
reg DONE=0;
always @(posedge clk) begin	
	case(STATE)		
		0: begin  
			if(gps_valid_in) begin	
				if(gps_data_in=="$")begin 
					STATE<=STATE+1;				
				end		
			end
		end
		1: begin  
			if(gps_valid_in) begin				
				if(gps_data_in==",")begin
					if(NMEA=="GGA")begin  
						STATE<=STATE+1;
					end
					else begin	 
						STATE<=STATE-1;
					end
				end
				else begin  
					NMEA[23:8]<=NMEA[15:0];
					NMEA[7:0]<=gps_data_in;  
				end	
			end				
		end
		2: begin  
			if(gps_valid_in) begin
				if(gps_data_in==10)begin  
					STATE<=0;
				end else begin	 
						if( CHAR_CNT == 10 )begin
							STATE<=STATE;
							if (TIME[31:16] == "00" && ((TIME[15:8] == "1") || (TIME[15:8] == "0"))) begin
								flag <= 1'b1;
							end else begin  
								flag <= 1'b0;
								end
						end else begin  
								STATE<=STATE;
							end
					end		 
				end else begin	 
					STATE<=STATE;
					end
			end  
		default: begin
			STATE<=0;
		end
	endcase		
end
endmodule
```

## /design/flow/run.sh

```bash
#!/bin/bash
# OpenROAD 26Q1-2900-gdf79404cd8, Yosys 0.63+post, stock flow scripts
make -C /OpenROAD-flow-scripts/flow DESIGN_CONFIG=/design/flow/config.mk WORK_HOME=/design/flow/orfs finish
```

==> impl_metrics.json <==
{
  "period_used_share": 0.661,
  "io_buffers": 11,
  "ys_warn_count": 1,
  "yosys_cells": 148,
  "warning_count": 30,
  "timing.rr.start": "STATE[1]",
  "cts_tree": "done",
  "wire_per_inst_um": 13.3,
  "syn2layout_area_growth_pct": 18.7,
  "synthTopCellsByArea": "edfxtp_1 (78%), ha_1 (3.3%), nor2_1 (1.7%)",
  "syn-cell-area_um2": 2620,
  "ys.flop_type": "edfxtp_1",
  "n_fill_cell": 769,
  "cts_setup_buffers": 0,
  "synth_cells": 148,
  "critPathTopFamily": "simple AND/OR/NAND/NOR gates",
  "ioPinCount": 12,
  "gp_congestion": 0.765,
  "rows": 33,
  "comb_area_um2": 572,
  "synthArstFlopShare": 0,
  "p_per_area_nw_per_um2": 585,
  "post_cts_resized": 0,
  "hold_viol_final": 0,
  "status": "finished clean",
  "drtIter0Drc": 117,
  "setup-violations-final": 0,
  "cts_sinks": 68,
  "p_sw_frac": 0.236,
  "dieArea_um2": 9120,
  "max_freq_ghz": 0.398,
  "vias_per_cell": 4.51,
  "drive_above_1_share": 0.141,
  "cts_made_buffers": 9,
  "drv_cap": 0,
  "core_um2": 8340,
  "clock.latency.late_pin_ns": 0.33,
  "netlist.area_leader.share": 0.779,
  "path_class": "input port to register",
  "synth-edff-count": 68,
  "clkSlewWorstSetupHoldPaths_ns": 0.07,
  "dp_hpwl_mm": 2.54,
  "holdCritPathClass": "register to register",
  "ir_worst_vdd_mv": 0.204,
  "num_vias": 1272,
  "remaining_drc_errors": 0,
  "wirelength_mm": 3.76,
  "antenna_cells": 0,
  "tightest_slew_ns": 0.505,
  "relSlewSlack": 0.661,
  "fin_total_pwr_mw": 1.82,
  "yosysTopAreaCell": "edfxtp_1",
  "grt_first_pass_wirelength_mm": 6.28,
  "p_switching_uw": 429,
  "track_usage": 0.0972,
  "syn_area_per_cell_um2": 17.7,
  "worst-path-buf-inv": 1,
  "clockPowerShare": 0.352,
  "p_leak_nw": 1.01,
  "crit_path_end_kind": "register",
  "fin_crit_ns": 2.51,
  "seqPwrFrac": 0.544,
  "htree_levels": 3,
  "die_h_um": 95.5,
  "finalSetupTns_ns": 0,
  "synth.most_common_cell": "edfxtp_1",
  "yosysSeqAreaShare": 0.779,
  "ff_latch_area_um2": 2040,
  "required_ns": 3.81,
  "holdCritStartpoint": "TIME[1]",
  "worstPathCellList": "clkdlybuf4s50_1 > or4_4 > nor4_4 > a22oi_1 > o21bai_1",
  "slowest_delay_ns": 0.61,
  "combPwrFrac": 0.103,
  "clock_path_buffers": 2,
  "synthTopCellsByCount": "edfxtp_1 (68), nor2_1 (12), ha_1 (7), inv_1 (6), nand3_1 (6)",
  "fp_util": 0.314,
  "rsz0062_at_grt": "no",
  "p_int_mw": 1.39,
  "first_pass_iters": 4,
  "antenna_found_initial": 0,
  "die_w_um": 95.5,
  "gr-total-overflow": 0,
  "slew_viol_final": 0,
  "critPathArrivalTime_ns": 2.52,
  "clockRootBuffer": "clkbuf_8",
  "grt_max_degree": 30,
  "cp_slowest_cell": "or4_4",
  "crit_start": "gps_data_in[0]",
  "first_global_vias": 1306,
  "cts_hold_buf": 0,
  "post-route-util": 0.373,
  "ant_nets": 0,
  "critPathLaunchType": "input port",
  "synth_cell_type_count": 31,
  "path_max_fanout": 4,
  "skew_ns": 0.00613,
  "ys_area_um2": 2620,
  "synth_flops": 68
}
-- flip-flops by register name (all words and copies together), names as in the netlist --
signal / count
CHAR_CNT: 8
NMEA: 24
STATE: 3
TIME: 32
flag: 1
-- final timing paths --
check	endpoint	slack [ns]	cells past startpoint
worst max-delay path	STATE[0]	1.29	5
worst min-delay path	TIME[9]	0.42	0
worst max register to register	NMEA[10]	1.98	5
worst min register to register	TIME[9]	0.42	0
-- power groups by stage --
stage     Sequential, mW  Clock (mW)  Combinational [mW]
6_report           0.990       0.640               0.188
5_1_grt             1.00       0.690               0.214
4_1_cts            0.991       0.661               0.190
-- cell families (layout without fill, tap and decap cells) --
| group | Yosys count | after routing | share of synthesized area |
|---|---|---|---|
| adder cells (fa/ha/maj) | 7 | 7 | 0.0334 |
| AND-OR/OR-AND | 8 | 8 | 0.0258 |
| XOR/XNOR | 6 | 6 | 0.0200 |
| flip-flops | 68 | 68 | 0.779 |
| buffers and inverters | 6 | 35 | 0.00859 |
| AND/OR/NAND/NOR | 53 | 53 | 0.133 |
-- final cells by class --
type                            count  area share
Clock inverter                      7      0.0318
Clock buffer                        9      0.0398
Tap cell                          105      0.0422
Inverter                            6     0.00724
Sequential cell                    68       0.656
Timing Repair Buffer               13      0.0386
Multi-Input combinational cell     74       0.184
-- per-stage QoR --
step	worst slack (ns)	hold slack, ns	instance area [um^2]	std cells
floorplan	0.966	0.400	2630	148
global placement	0.941	0.401	2890	266
detailed placement	0.901	0.405	2890	266
CTS	1.28	0.420	3110	282
global route	1.21	0.426	3110	282
finish	1.29	0.420	3110	282
-- layer usage --
layer | vias up | wire length, um | track usage
met5 | - | 0 | 0
li1 | 634 | - | -
met2 | 15 | 1900 | 0.153
met1 | 617 | 1610 | 0.140
met3 | 6 | 171 | 0.0300
met4 | 0 | 71 | 0.0224
-- placed cells by master, fill, tap and decap left out, types with 3 or more instances in the layout --
master	instances
clkbuf_8	9
clkdlybuf4s50_1	10
edfxtp_1	68
ha_1	7
inv_1	6
nand2_1	5
nand3_1	6
nand4_1	3
nor2_1	12
nor3_1	4
nor4_1	3
nor4b_1	3
nor4bb_1	3
xor2_1	5
Power figures rest on the tool's default switching activity, not on a simulated workload.
